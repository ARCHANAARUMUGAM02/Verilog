[flow/config.mk]
export PLATFORM = sky130hd
export DESIGN_NAME = dram_ds
export DESIGN_NICKNAME = dram_ds
export VERILOG_FILES = /design/flow/design.v
export SDC_FILE = /design/flow/constraint.sdc
export NUM_CORES = 4
export LEC_CHECK = 1
export CORE_UTILIZATION = 50
[flow/design.v]
`timescale 1ns / 1ps
module dram_ds#(parameter WIDTH = 8,
		        ADDR = 6)
	(input clk,
	input ena,enb,
	input wra,wrb,
	input [WIDTH-1:0]din_a,
	input [WIDTH-1:0]din_b,
	input [ADDR-1:0]addr_a,
	input [ADDR-1:0]addr_b,
	output reg [WIDTH-1:0]dout_a,
	output reg [WIDTH-1:0]dout_b);
reg [WIDTH-1:0] mem [0:63];
always@(posedge clk)
begin
	if(ena && wra)
		mem[addr_a] <= din_a;
	else if (ena && !wra)
		dout_a <= mem[addr_a];
end
always@(posedge clk)
begin
	if(enb && wrb)
		mem[addr_b] <= din_b;
	else if (enb && !wrb)
		dout_b <= mem[addr_b];
end
endmodule
[flow/run.sh]
#!/bin/bash
# OpenROAD 26Q1-2900-gdf79404cd8, Yosys 0.63+post, stock flow scripts
make -C /OpenROAD-flow-scripts/flow DESIGN_CONFIG=/design/flow/config.mk WORK_HOME=/design/flow/orfs finish
[flow/constraint.sdc]
current_design dram_ds

set clk_period 14.9
set clk_io_pct 0.2

create_clock -name clk0 -period $clk_period [get_ports {clk}]

set non_clock_inputs [all_inputs -no_clocks]
set_input_delay [expr $clk_period * $clk_io_pct] -clock clk0 $non_clock_inputs
set_output_delay [expr $clk_period * $clk_io_pct] -clock clk0 [all_outputs]
==> deck_impl_summary.md <==
Run Summary

Floorplanning
  – Die Y: between 200 and 300 microns
  – Core area: between 60000 and 70000 sq um
  – Die width: 252.5 microns
  – # IOs: 49
  – Die area: 63760 sq um
  – Row count: ~91
  – FP Util: 50.75%

Layout
  – Area Growth Syn to Fin: 9.024%
  – Non-Filler Instances: between 3000 and 4000
  – Design area: about 34000 sq um
  – Layout Utilization: 55.33%
  – Share of layout cells above drive strength 1: between 30% and 40%
  – Layout fillers: 5065

Clock tree
  – CTS tree: yes
  – Total CTS buffers: 57
  – Post-cts resize count: 0
  – Post-CTS Setup Inserts: 0
  – Late-Pin Clk Latency: 0.64 ns
  – TritonCTS Sinks: 528
  – Bufs on Longest Clock Path: 3
  – Hold_buf cts: 0
  – H-tree levels: 2
  – CTS Root Cell: clkbuf_16
  – Clock edge transition at the registers on the reported setup and hold paths: 0.06 ns

STA
  – Fin crit period: 6.751 ns
  – Final Hold Slack: 0.8758 ns
  – Max-slew violations: 0
  – Clock Skew: between 0.02 and 0.025 ns
  – Final worst path period share: 45.31%
  – Final WS setup: just over 8 ns
  – Setup TNS: 0 ns
  – Rel. slew slack: 28.39%
  – Final Hold Vio Count: 0
  – Setup violators final: 0
  – Max Freq: around 0.15 GHz
  – Worst Max-Slew Pin Slew: 1.063 ns
  – RSZ-0062 raised after global routing: false

Worst setup path
  – CP Max Fanout: 57
  – Critical-path cell list: buf_4 > buf_4 > nor2b_4 > buf_4 > a221oi_1 > nor4_1 > nand2_1 > o21ai_0 > or4_1
  – Biggest cell delay along the critical path: 0.89 ns
  – Crit. Startpoint: addr_a[2]
  – CP required: 15.41 ns
  – Most used cell, CP: buf_4
  – Startpoint types: primary input
  – Worst Setup End Kind: flip-flop
  – Worst r2r src: mem[60][1]
  – Critical Path AT: between 7 and 8 ns
  – Slowest cell on crit path: nor4_1
  – Setup CP Type: primary input to flip-flop

Synthesis
  – Top area cell types: edfxtp_1 (51%), mux2_2 (18%), a221oi_1 (5.0%)
  – Mapped cell area: 31380 sq um
  – Distinct cell type count after synthesis: 67
  – Number of enable flip-flop cells: 528
  – Xor/xnor share: 0%
  – Syn Area/Cell: about 12 sq um
  – Area share, top type: 50.53%
  – Post-synth area from yosys stat: 31380 sq um
  – Top logic family: multiplexers
  – Post-synth ARST share: 0%
  – Top_reg_cell synth: edfxtp_1
  – Register share after synthesis: between 50% and 60%
  – # Cells Yosys: 2511
  – Flops after synth: roughly 530
  – Yosys top cell by area: edfxtp_1
  – Compound Share, Synth: between 15 and 20%
  – Synth Warn #: 1
  – Adder Share, Synth: 0%
  – Commonest cells in the netlist: edfxtp_1 (528), mux2_2 (508), a22oi_1 (191)
  – Simple-Gate Area Share: about 5.1%
  – Synth Instances: around 2500
  – Synth top cell by count: edfxtp_1
  – Post-synth mux share: 22.33%

Power
  – Total Power: 3.574 mW
  – Switching pwr: 0.9676 mW
  – Clk pwr share: 39.9%
  – LEAKAGE: 10.56 nW
  – Sw Share: 27.07%
  – Power share of the combinational group: a little over an eighth
  – Pwr Density: 104.5 nW/um^2
  – Reg power frac: 46.5%
  – Cell Int Power: roughly 2.6 mW
  – Worst VDD drop: 0.00008890 V

Run
  – Tool warnings: 25
  – # Max-Cap Violations: 0

Placed design
  – Final Wtd Congestion: 1.112
  – Port Buffers: 48
  – DP Area: ~32000 sq um
  – Pre-CTS setup slack: 7.786 ns
  – Dpl cells: 3203
  – HPWL Detailed: roughly 97000 microns

Route
  – DR vias/cell: 7.785
  – Post-route DRC: 0
  – DRT iter0 DRCs: 3084
  – WL per Instance: 44.66 microns
  – Router iterations before antenna repair: 7
  – Post-route ant nets: 0
  – Vias: 25746
  – WL final: 147700 microns

GRT
  – Largest net degree at the start of global routing: 58
  – Global-route usage over all layers: 50.25%
  – Global route overflow: 0
  – First-pass GRT wire length: 203700 microns
  – Vias in the first global route: 25081
  – Antenna violations before repair: 7

Worst hold path
  – Min-Delay Startpoint: mem[32][0]
  – Tightest Hold Check Type: flip-flop to flip-flop

Status
  – Status: complete, no violations
==> worst max-delay path, delay by kind of cell <==
kind | cells | cell delay, ns
simple gates | 4 | 2.06
compound gates | 2 | 0.48
buf+inv | 3 | 1.64
==> per-layer routing <==
layer  up-vias  GRT usage (%)  wire length [microns]
met1     12811          65.59                  50490
li1      10079              -                      -
met2      2310          67.17                  61270
met5         -        0.07722                     91
met4        14          22.32                   9724
met3       532          33.45                  26100
==> cell usage in the layout, fill, tap and decap left out, drive strengths merged, types with 7 or more instances in the layout <==
cell type      Yosys  final
o2111ai            8      8
a211oi            12     12
o32ai              9      9
mux2i             69     69
nor2             126    126
and2               9      9
a22oi            191    191
nand3             16     16
o211ai            12     12
mux4              10     10
or3                7      7
buf              144    143
clkbuf           170     69
nand2b            10     10
o221ai            26     26
clkdlybuf4s50      0     26
or4                7      7
mux2             541    541
a221oi           181    181
a22o              22     22
o22ai            116    116
inv                6      7
o22a               7      7
edfxtp           528    528
o21ai             58     58
nand2             54     54
a221o             11     11
nor2b             16     16
nor3              27     27
clkinv             0     23
a21oi             58     58
==> logic make-up (layout without fill, tap and decap cells) <==
family,count (synthesis),in the layout
multiplexers,620,620
other,0,1
buffers and inverters,320,278
AND/OR/NAND/NOR,307,307
AND-OR/OR-AND,736,736
flip-flops,528,528
==> final timing paths <==
check,endpoint,slack (ns),cells after the start
setup / recovery,dout_a[3],8.15,9
hold / removal,dout_b[0],0.88,4
setup reg to reg,dout_a[1],12.10,5
hold reg to reg,dout_b[0],0.88,4
==> power by group through the flow <==
stage     combinational, mW  sequential [mW]  clock [mW]
4_1_cts               0.460             1.66        1.43
5_1_grt               0.492             1.66        1.48
6_report              0.487             1.66        1.42
==> flip-flops by register name (all words and copies together), names as in the netlist <==
name	flops
dout_b	8
mem	512
dout_a	8
==> area by class of cell <==
| type | count | area, sq um | area share, % |
|---|---|---|---|
| flip-flops and latches | 528 | 15860 | 46.35 |
| multi-input cells | 1663 | 14180 | 41.44 |
| clock buffers | 69 | 1471 | 4.301 |
| repair buffers | 169 | 1289 | 3.767 |
| well taps | 837 | 1047 | 3.061 |
| clock inverters | 34 | 344.1 | 1.006 |
| inverters | 6 | 22.52 | 0.06584 |
| diodes | 1 | 2.502 | 0.007315 |
Power figures rest on the tool's default switching activity, not on a simulated workload.
