<file path="config.mk">
export PLATFORM = sky130hd
export DESIGN_NAME = ram_memory
export DESIGN_NICKNAME = ram_memory
export VERILOG_FILES = /design/flow/design.v
export SDC_FILE = /design/flow/constraint.sdc
export NUM_CORES = 4
export LEC_CHECK = 1
export CORE_UTILIZATION = 50
</file>
<file path="constraint.sdc">
current_design ram_memory

set clk_period 3.0
set clk_io_pct 0.2

create_clock -name clk0 -period $clk_period [get_ports {clk}]

set non_clock_inputs [all_inputs -no_clocks]
set_input_delay [expr $clk_period * $clk_io_pct] -clock clk0 $non_clock_inputs
set_output_delay [expr $clk_period * $clk_io_pct] -clock clk0 [all_outputs]
</file>
<file path="design.v">
`timescale 1ns / 1ps
module ram_memory(
input wire clk,
input wire we,
input wire [3:0]addr,
input wire [7:0]din,
output reg [7:0]dout );
reg [3:0]mem[15:0];
always@(negedge clk)begin
if(we)
mem[addr]<=din;
else 
dout<=mem[addr];
end
endmodule
</file>
<file path="run.sh">
#!/bin/bash
# OpenROAD 26Q1-2900-gdf79404cd8, Yosys 0.63+post, stock flow scripts
make -C /OpenROAD-flow-scripts/flow DESIGN_CONFIG=/design/flow/config.mk WORK_HOME=/design/flow/orfs finish
</file>
==> CHANGELOG.md <==
### Metrics

- Run status: complete, but fails checks
- Violated checks: negative setup slack
- #FFs+latches synth: slightly below 70
- Total of warnings raised by yosys: 1
- Instance tally after logic synthesis: around 140
- CP max stage cell: sky130_fd_sc_hd__edfxtp_1
- Reported max-cap violation count: 0
- Arrival time of data at the critical path endpoint: about 2.4 ns
- Reg clk slew, reported paths: 0.05 ns
- Proportion of netlist area held by the largest area contributor: between 70% and 80%
- Power density over the cells: roughly 630 nW/um^2
- Top-Level Pins: 22
- I/O Buffers: 13
- Layer carrying the most global-route usage: met1
- Global Route met2 Usage: 30.0%
- Via count of the first global-routing pass: 1925
- Level count of the clock H-tree: 3
- Met3 track demand over resource in global routing: between 15 and 20%
- Number of fill cells: roughly 320
- Share of layout cells above drive strength 1: 35.2%
- DRT antenna net count: 0
- Number of warnings in the stage logs: 100
- Classification of the worst-slack hold path: flop to flop
- Post-synth ARST share: 0%
- Total congestion overflow: 0
- Reported leakage power: about 1.5 nW
- TritonCTS Sinks: a little under 70
- Critical path buffer and inverter count: 1
- Yosys cell types: 20
- Final Worst Setup Slack: -0.0376 ns
- FP Core Util: 52.6%
- Inst Count DP: approximately 240
- CTS Buffer Depth: 2
- Most common flop cell mapped by yosys: sky130_fd_sc_hd__edfxtp_1
- Tot Pwr: ~2.4 mW
- Die outline area: about 5800 um^2
- DP Worst Slack: -0.956 ns
- First-pass DRT Iterations: 4
- DR vias: approximately 1600
- Num rows: 26
- DIE WIDTH: around 76 um
- Cell at the root of the clock tree: sky130_fd_sc_hd__clkbuf_8
- WL/cell: between 15 and 20 um
- Area of the mapped netlist: between 2000 and 3000 um^2
- Total GRT Usage: a little under a quarter
- Largest incremental delay on the critical path: 0.41 ns
- Mapped Avg Cell Area: ~20 um^2
- Required time at the worst-slack endpoint: ~2.4 ns
- Reg-to-reg slack, setup: approximately 1.6 ns
- Main area contributors after synthesis: sky130_fd_sc_hd__edfxtp_1 (75%), sky130_fd_sc_hd__mux4_2 (8.2%), sky130_fd_sc_hd__mux4_1 (5.8%), sky130_fd_sc_hd__nor2_1 (1.8%), sky130_fd_sc_hd__nand3_1 (1.6%)
- Core occupancy in the finished layout: 71.7%
- Hold bufs inserted after CTS: 0
- Setup clock skew after layout: 0.0218 ns
- Residual DRC: 0
- Crit Path Class: flop to output port
- Largest fanout on the critical path: 1
- Number of buffers created by CTS: 9
- Yosys Instances: around 140
- Initial antenna violation count: 0
- Finished Layout Cells: around 330
- Endpoints failing setup: 2
- Drt via density: about 5
- Most common cell in the netlist: sky130_fd_sc_hd__edfxtp_1
- Worst-skew pair later-pin latency: 0.39 ns
- Type of destination of the critical path: output port
- Final instance area: about 3700 um^2
- Most frequent cells after synthesis: sky130_fd_sc_hd__edfxtp_1 (68), sky130_fd_sc_hd__nor2_1 (13), sky130_fd_sc_hd__mux4_2 (10)
- Final count of hold timing violations: 0
- Starting DRT DRC Count: 64
- Global-route wire length before repair: 8790 um
- Final Slew Violations: 0
- Critical Path Start Type: flop
- Overall routed net length: around 5400 um
- Maximum number of pins on one net before global-route repair: 17
- Crit path max-delay family: flip-flops
- Worst path cell trace: buf_2
- Synthesis-to-finish area growth: 36.4%
- Core box area: between 5000 and 6000 um^2
- Chip area from the yosys synthesis statistics: approximately 2700 um^2
- EDFF count, synth: ~68
- Seq share, synth: 74.6%
- Hpwl dp: about 3200 um
- Placed inst area: approximately 3200 um^2
- TritonCTS clock tree: yes
- Weighted congestion at the end of routability-driven global placement: 0.787
- Setup repair after global routing missed its margin: yes
- Worst vdd rail ir drop: 0.000562 V
- Ant diodes: 0
- Top cell type by total area after synthesis: sky130_fd_sc_hd__edfxtp_1
- M1 GR Usage: about a third
- Die Y-Extent: between 70 and 80 um
## registers in the layout (all words and copies together) (netlist names)
signal	cells
mem	64
dout	4
## worst reg2reg max path: stages, from the launching register on
cell,delay (ns)
sky130_fd_sc_hd__edfxtp_1,0.35
sky130_fd_sc_hd__mux4_2,0.49
sky130_fd_sc_hd__a22oi_2,0.20
sky130_fd_sc_hd__nand3_1,0.08
## layout make-up
| cell class | instances | area (um^2) | share of cell area, % |
|---|---|---|---|
| well taps | 70 | 87.6 | 2.35 |
| multi-input cells | 62 | 726 | 19.4 |
| clock inverters | 75 | 335 | 8.98 |
| repair buffers | 41 | 415 | 11.1 |
| inverters | 1 | 3.75 | 0.101 |
| clock buffers | 9 | 124 | 3.32 |
| flip-flops and latches | 68 | 2040 | 54.7 |
## final timing paths
path | start | endpoint | cells past startpoint
setup reg to reg | mem[3][2] | dout[2] | 3
hold reg to reg | mem[11][3] | dout[3] | 3
setup / recovery | dout[3] | dout[3] | 1
hold / removal | mem[11][3] | dout[3] | 3
## per-stage QoR
stage	TNS [ns]	hold slack [ns]
CTS	-0.0696	0.746
finish	-0.0468	0.753
global placement	-45.59	0.724
detailed placement	-44.81	0.746
floorplan	-9.19	0.692
global route	-0.140	0.774
## cells in the final DEF (no fill, tap or decap), drive strengths merged, types with 4 or more instances in the layout
cell type / Yosys / final
inv: 2 / 73
edfxtp: 68 / 68
buf: 10 / 33
mux4: 16 / 16
nor2: 13 / 13
clkbuf: 1 / 11
nand3: 9 / 9
nand2: 5 / 5
nor3: 4 / 4
conb: 1 / 4
clkdlybuf4s50: 0 / 4
a22oi: 4 / 4
## logic make-up after synthesis
logic type | Yosys count | share of synthesized area [%]
buffers and inverters | 13 | 3.47
AND-OR/OR-AND | 4 | 1.28
flip-flops | 68 | 74.6
AND/OR/NAND/NOR | 38 | 6.54
other | 1 | 0.137
multiplexers | 16 | 14.0
## where the power goes
part           internal (mW)  total [mW]  switching [mW]
Clock                  0.573        1.12           0.544
Sequential              1.08        1.08         0.00513
Combinational         0.0830       0.160          0.0767
## layer usage
layer	share of wire, %	wire (um)
met5	0	0
met4	1.9	102
met3	11	590
met2	48	2580
met1	39	2110
## what timing repair did
| action | CTS | global route |
|---|---|---|
| setup buffers | 5 | 0 |
| gates cloned | 2 | 0 |
| pin swaps | 7 | 2 |
| gates resized | 48 | 4 |
| endpoints found under the setup margin | 72 | 26 |
Power is estimated from default activity; no workload was simulated.
