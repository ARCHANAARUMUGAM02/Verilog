===== ./run.sh =====
#!/bin/bash
# OpenROAD 26Q1-2900-gdf79404cd8, Yosys 0.63+post, stock flow scripts
make -C /OpenROAD-flow-scripts/flow DESIGN_CONFIG=/design/flow/config.mk WORK_HOME=/design/flow/orfs finish

===== ./config.mk =====
export PLATFORM = sky130hd
export DESIGN_NAME = clk_generator
export DESIGN_NICKNAME = clk_generator
export VERILOG_FILES = /design/flow/design.v
export SDC_FILE = /design/flow/constraint.sdc
export NUM_CORES = 4
export LEC_CHECK = 1
export CORE_AREA = 10 10 91 91
export DIE_AREA = 0 0 101 101

===== ./constraint.sdc =====
current_design clk_generator

set clk_period 3.2
set clk_io_pct 0.2

create_clock -name clk0 -period $clk_period [get_ports {clk}]

set non_clock_inputs [all_inputs -no_clocks]
set_input_delay [expr $clk_period * $clk_io_pct] -clock clk0 $non_clock_inputs
set_output_delay [expr $clk_period * $clk_io_pct] -clock clk0 [all_outputs]

===== ./design.v =====
`timescale 1ns / 1ps
module clk_generator(
input wire clk,rst,
output reg clk_out);
localparam divider =250000;
reg[18:0]counter;
always@(posedge clk or posedge rst)begin
if(rst)begin
counter<=0;
clk_out<=0;
end
else begin 
if(counter==divider-1)begin
counter<=0;
clk_out<=~clk_out;
end
else begin
counter<=counter+1;
end
end
end
endmodule

==> impl_metrics.env <==
# physical design summary
export IMPL_holdWs_ns=0.473
export IMPL_detailed_place_area_mm2=0.00108
export IMPL_post_synth_top_count_cell="dfrtp_1"
export IMPL_timing_final_crit_share_pct=54.0
export IMPL_grt_overflow_total=0
export IMPL_ys_area_um2=966
export IMPL_slew_at_the_pin_with_the_worst_max_slew_slack_ns=0.728
export IMPL_die_width_um=101
export IMPL_wirelength_mm=1.54
export IMPL_cts_hold_buffers_added=0
export IMPL_fp_util_pct=15.2
export IMPL_rsz_0062_raised_after_global_routing="false"
export IMPL_antenna_found_initial=0
export IMPL_tns_ns=0
export IMPL_grt_max_degree=21
export IMPL_hold_class="register to register"
export IMPL_yosys_cells=84
export IMPL_port_buffers=2
export IMPL_postSynthAreaPerCell_um2=11.5
export IMPL_wl_per_cell_um=9.20
export IMPL_commonest_cells_post_synth="dfrtp_1 (20), xnor2_1 (10), nor2_1 (8), nand3_1 (7), xor2_1 (6)"
export IMPL_placement_setup_worst_slack_ns=1.56
export IMPL_clock_skew_ns=0.00964
export IMPL_clock_pin_slew_on_the_worst_setup_and_hold_paths_ns=0.08
export IMPL_cap_viol_max_count=0
export IMPL_pin_count=3
export IMPL_drive_above_1_share_pct=11.1
export IMPL_path_cells="clkdlybuf4s50_1"
export IMPL_post_cts_resized=0
export IMPL_warnings=25
export IMPL_finalHoldViolations=0
export IMPL_gp_routability_congestion=0.777
export IMPL_r2r_setup_slack_ns=1.57
export IMPL_critPathCaptureType="output pin"
export IMPL_ant_nets=0
export IMPL_netlist_logic_family_top="simple AND/OR/NAND/NOR gates"
export IMPL_synth_edff_count=0
export IMPL_final_util_pct=18.2
export IMPL_min_period_ns=1.73
export IMPL_required_ns=2.56
export IMPL_crit_path_start_kind="register"
export IMPL_synthesis_area_um2=966
export IMPL_simple_gate_area_share_pct=28.2
export IMPL_static_leakage_power_nw=0.483
export IMPL_cpLargestDelayFamily="buffers and inverters"
export IMPL_groute_usage_overall_pct=3.23
export IMPL_viasPerCell=3.65
export IMPL_final_fill_count=674
export IMPL_irDropWorstVdd_mv=0.366
export IMPL_result_of_the_run="finished, final reports clean"
export IMPL_area_delta_synth_final_pct=19.4
export IMPL_detail_route_antenna_diodes=0
export IMPL_critical_path_class="register to output pin"
export IMPL_dominantRegCellSynth="dfrtp_1"
export IMPL_synth_cellmix_xorXnorShare_pct=14.5
export IMPL_dp_final_hpwl_mm=1.11
export IMPL_synth_cellmix_adderShare_pct=1.30
export IMPL_routed_via_count=610
export IMPL_achievable_frequency_mhz=579
export IMPL_number_of_h_tree_branching_levels=1
export IMPL_clk_path_buf_depth=2
export IMPL_postSynthRegisterBits=20
export IMPL_netlist_area_leader_share_pct=51.8
export IMPL_inserted_clock_buffers=3
export IMPL_insertion_delay_ns=0.26
export IMPL_topCellsByArea="dfrtp_1 (52%), xnor2_1 (9.1%), xor2_1 (5.4%)"
export IMPL_tritoncts_clock_tree="built"
export IMPL_synth_warnings=1
export IMPL_worstPathArrival_ns=1.09
export IMPL_synth_cells=84
export IMPL_mux_area_share_pct=1.04
export IMPL_finalSetupViolations=0
export IMPL_design_die_area_mm2=0.0102
export IMPL_pwr_density_cell_mw_per_mm2=438
export IMPL_largest_incremental_delay_on_the_critical_path_ns=0.47
export IMPL_max_slew_margin_rel_pct=51.4
export IMPL_post_cts_setup_buffers=0
export IMPL_postSynthSeqShare_pct=51.8
export IMPL_cts_sink_count=20
export IMPL_grt_first_pass_wirelength_mm=2.82
export IMPL_timing_final_ws_setup_ns=1.47
export IMPL_ys_sh_aoi_pct=2.33
export IMPL_fp_coreArea_mm2=0.00635
export IMPL_netlist_top_cell_by_area="dfrtp_1"
export IMPL_async_reset_ff_share_pct=100
export IMPL_drv_slew=0
export IMPL_critPathSlowestCell="clkdlybuf4s50_1"
export IMPL_number_of_detailed_routing_iterations_run_before_antenna_repair=5
export IMPL_worst_path_max_fanout=2
export IMPL_drc_viols=0
export IMPL_dieHeight_um=101
export IMPL_grt_pass1_vias=624
export IMPL_root_buffer="clkbuf_8"
export IMPL_initial_drt_markers=37
export IMPL_rows=29
export IMPL_layout_cell_area_non_filler_mm2=0.00115
export IMPL_yosys_cell_types_count=26
export IMPL_critical_path_n_buffers_inverters=1
==> path summary, 6_finish.rpt <==
check                                      start  cells past startpoint               endpoint
min                        counter[18]$_DFF_PP0_                      1  counter[18]$_DFF_PP0_
min in group asynchronous                    rst                      2   counter[7]$_DFF_PP0_
max in group asynchronous                    rst                      2  counter[17]$_DFF_PP0_
min reg2reg                counter[18]$_DFF_PP0_                      1  counter[18]$_DFF_PP0_
max reg2reg                 counter[0]$_DFF_PP0_                      5    clk_out$_DFFE_PP0N_
max                          clk_out$_DFFE_PP0N_                      1                clk_out
==> power breakdown <==
part | leakage [nW] | internal (W) | switching [W]
Combinational | 0.178 | 0.00000112 | 0.00000465
Sequential | 0.270 | 0.000253 | 0
Clock | 0.0357 | 0.000167 | 0.0000805
Total | 0.483 | 0.000421 | 0.0000851
==> stage by stage <==
step / instances / total power, W
finish: 167 / 0.000506
global route: 167 / 0.000524
CTS: 167 / 0.000516
detailed placement: 163 / 0.000264
global placement: 163 / 0.000264
floorplan: 84 / 0.000261
==> flip-flops by register name, summed over array words and instances (netlist names) <==
register	cells
counter	19
clk_out	1
==> layout make-up <==
cell class / instances / area (um2) / area share, %
Tap cell: 77 / 96.3 / 8.35
Multi-Input combinational cell: 62 / 458 / 39.7
Clock inverter: 1 / 30.0 / 2.60
Clock buffer: 3 / 41.3 / 3.58
Timing Repair Buffer: 2 / 20.0 / 1.74
Inverter: 2 / 7.51 / 0.651
Sequential cell: 20 / 500 / 43.4
==> routing by layer <==
| metal | global-route usage, % | vias up | part of all wire (%) |
|---|---|---|---|
| li1 | - | 311 | - |
| met3 | 1.11 | 0 | 4.9 |
| met1 | 4.51 | 288 | 50 |
| met4 | 0.214 | 0 | 0 |
| met5 | 0 | - | 0 |
| met2 | 4.96 | 11 | 45 |
==> logic make-up (layout without fill, tap and decap cells) <==
kind of cell               after synthesis  after routing
DFF                                     20             20
xor gates and xnor gates                16             16
AOI/OAI and AO/OA                        3              3
muxes                                    1              1
buffers and inverters                    2              8
and+or+nand+nor                         41             41
adders and majority gates                1              1
==> placed cells by master (no fill, tap or decap) <==
master           netlist  final
and3_1                 2      2
nor3_2                 1      1
bufinv_16              0      1
a21oi_1                1      1
ha_1                   1      1
clkbuf_8               0      3
and4_1                 1      1
o31a_1                 1      1
clkdlybuf4s50_1        0      2
o22a_1                 1      1
nor4_1                 4      4
nor2b_1                1      1
nand2_1                3      3
nor4_4                 1      1
xor2_1                 6      6
nand3_2                1      1
inv_1                  2      2
nor2_4                 1      1
nor3_1                 2      2
nand2b_1               1      1
dfrtp_1               20     20
nor2_1                 8      8
xnor2_1               10     10
nand4_1                5      5
nand4_4                1      1
nor4b_2                1      1
nand3_1                7      7
mux2i_1                1      1
nor3b_1                1      1
Power is estimated from default activity; no workload was simulated.
